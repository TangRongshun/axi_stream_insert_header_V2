==> ./config.mk <==
export PLATFORM = sky130hd
export DESIGN_NAME = axi_stream_insert_header
export DESIGN_NICKNAME = axi_stream_insert_header
export VERILOG_FILES = /design/flow/design.v
export SDC_FILE = /design/flow/constraint.sdc
export NUM_CORES = 4
export LEC_CHECK = 1
export CORE_UTILIZATION = 30
==> ./constraint.sdc <==
current_design axi_stream_insert_header

set clk_period 7.6
set clk_io_pct 0.2

create_clock -name clk0 -period $clk_period [get_ports {clk}]

set non_clock_inputs [all_inputs -no_clocks]
set_input_delay [expr $clk_period * $clk_io_pct] -clock clk0 $non_clock_inputs
set_output_delay [expr $clk_period * $clk_io_pct] -clock clk0 [all_outputs]
==> ./design.v <==
module axi_stream_insert_header #(
	parameter DATA_WD = 32,
	parameter DATA_BYTE_WD = DATA_WD / 8
) (
	input 							clk,
	input 							rst_n,
	input 							valid_in,
	input      [DATA_WD-1 : 0] 		data_in,
	input 	   [DATA_BYTE_WD-1 : 0] keep_in,
	input 							last_in,
	output reg 						ready_in,
	input 							valid_insert,
	input      [DATA_WD-1 : 0]		header_insert,
	input      [DATA_BYTE_WD-1 : 0] keep_insert,
	output reg 						ready_insert,
	output reg 						valid_out,
	output reg [DATA_WD-1 : 0] 		data_out,
	output reg [DATA_BYTE_WD-1 : 0] keep_out,
	output reg 						last_out,
	input 							ready_out
);
	reg   [DATA_WD-1 : 0] 		data_in_t;					 
	reg   [DATA_BYTE_WD-1 : 0] 	keep_in_t;					 
	reg 						ready_in_t;					 
	reg	  [DATA_BYTE_WD-1:0]	keep_in_count;				 
	reg	  [DATA_BYTE_WD-1:0]	keep_insert_count;			 
	reg   [DATA_BYTE_WD-1:0]	keep_insert_lock;			 
	wire 						ready_in_up; 				 
	wire						ready_in_down;				 
	wire  [DATA_WD*2-1:0]		header_data;				 
	wire  [DATA_WD*2-1:0]		data_2;						 
	integer 					i,j,k;
	assign ready_in_up   = ~ready_in_t && ready_in;    
	assign ready_in_down = ready_in_t && ~ready_in;	 
	assign header_data 	 = {header_insert, data_in};
	assign data_2 		 = {data_in_t, data_in};
	always @(keep_in_t) begin
		keep_in_count = 0;
		for (i = 0; i < DATA_BYTE_WD; i = i+1) begin
			if(keep_in_t[i])
               	keep_in_count = keep_in_count + 1;
		end
	end
	always @(keep_insert) begin
		keep_insert_count = 0;
		for (j = 0; j < DATA_BYTE_WD; j = j+1) begin
			if(keep_insert[j])
                keep_insert_count = keep_insert_count + 1;
		end
	end
	always @(posedge clk or negedge rst_n) begin 
		if(~rst_n) begin
			ready_in <= 0;
		end
		else if (last_in) begin
			ready_in <= 0;
		end
		else if (ready_out && valid_insert && valid_in) begin
			ready_in <= 1; 
		end
		else begin
			ready_in <= ready_in;
		end
	end
	always @(posedge clk or negedge rst_n) begin 
		if(~rst_n) begin
			ready_in_t <= 0;
		end
		else begin
			ready_in_t <= ready_in;
		end
	end
	always @(posedge clk or negedge rst_n) begin 
		if(~rst_n) begin
			ready_insert <= 0;
		end 
		else if (ready_in) begin
			ready_insert <= 0;
		end
		else if (ready_out && valid_insert && valid_in) begin
			ready_insert <= 1;
		end
		else begin
			ready_insert <= ready_insert;
		end
	end
	always @(posedge clk or negedge rst_n) begin 
		if(~rst_n) begin
			data_in_t <= 0;
			keep_in_t <= 0;
		end
		else if (ready_in) begin
			data_in_t <= data_in;
			keep_in_t <= keep_in;
		end
		else begin
			data_in_t <= data_in_t;
			keep_in_t <= keep_in_t;
		end
	end
	always @(posedge clk or negedge rst_n) begin 
		if(~rst_n) begin
			data_out  <= 0;
			keep_out  <= 0;
			last_out  <= 0;
			valid_out <= 0;
			keep_insert_lock <= 0;
		end
		else if (ready_in_up) begin
			data_out <= header_data[DATA_WD*2-1-((DATA_BYTE_WD-keep_insert_count)<<3) -: DATA_WD];
			valid_out <= 1;
			keep_out <= (1<<DATA_BYTE_WD)-1;
			last_out <= 0;
			keep_insert_lock <= keep_insert_count;
		end
		else if (ready_in) begin
			data_out <= data_2[DATA_WD*2-1-((DATA_BYTE_WD-keep_insert_lock)<<3) -: DATA_WD];
			valid_out <= 1;
			keep_out <= (1<<DATA_BYTE_WD)-1;
			last_out <= 0;
			keep_insert_lock <= keep_insert_lock;
		end
		else if (ready_in_down) begin
			data_out <= data_2[DATA_WD*2-1-((DATA_BYTE_WD-keep_insert_lock)<<3) -: DATA_WD];
			valid_out <= 1;
			for(k = 0;k < DATA_BYTE_WD;k=k+1)
				if(k < (DATA_BYTE_WD+DATA_BYTE_WD-keep_insert_lock-keep_in_count))
					keep_out[k] <= 0;
				else
					keep_out[k] <= 1; 
			last_out <= 1;
			keep_insert_lock <= keep_insert_lock;
		end
		else begin
			data_out <= data_out;
			keep_out <= keep_out;
			keep_insert_lock <= keep_insert_lock;
			last_out <= 0;
			valid_out <= 0;
		end
	end
endmodule
==> ./run.sh <==
#!/bin/bash
# OpenROAD 26Q1-2900-gdf79404cd8, Yosys 0.63+post, stock flow scripts
make -C /OpenROAD-flow-scripts/flow DESIGN_CONFIG=/design/flow/config.mk WORK_HOME=/design/flow/orfs finish
==> qor.rpt <==
====================================================================================
CTS tree ..............................................................         done
Number of DRC violations after detailed routing .......................            0
Largest net degree at the start of global routing .....................           67
Ratio of cells with drive above 1 in the final layout .................        16.4%
Post-synth cell types .................................................           74
Share of flip-flops with an asynchronous set or reset after synthesis .         100%
Min-delay worst type .................................................. register to register
R2R Path End ..........................................................  keep_out[2]
Number of I/O pins ....................................................          118
First-pass GRT wire length ............................................      48.7 mm
Minimum clock period ..................................................      6250 ps
YS chip area ..........................................................  0.00822 mm2
Logic depth of the worst register-to-register path ....................           13
Hold Path Depth .......................................................            2
TNS Setup .............................................................         0 ps
Worst Tran Pin Value ..................................................       893 ps
Tool warnings .........................................................           30
Final Hold Fails ......................................................            0
Clock root buffer .....................................................    clkbuf_16
Hold buffers post-CTS .................................................            0
Final-report setup violation count ....................................            0
Dominant flop cell ....................................................      dfrtp_1
Detail-routed net length per standard cell ............................      23.7 um
Resized Gates After CTS ...............................................            0
Number of cell rows ...................................................           60
Highest attainable clock frequency ....................................      160 MHz
Insertion Delay late pin ..............................................       350 ps
Final Routed Wirelength ...............................................      31.5 mm
WHS ...................................................................       504 ps
Initial antenna violation count .......................................            0
Unrepaired setup endpoints after global routing .......................           no
Post-Place Cell Area ..................................................  0.00967 mm2
Beginning of the worst hold path ...................................... ready_insert
Number of H-tree branching levels .....................................            3
Register-to-register setup slack ......................................      3220 ps
GPL Wtd Cong ..........................................................        0.949
Cts bufs inserted .....................................................            9
Violation count after the first detailed-route iteration ..............          883
Kind of launch point of the worst setup path .......................... primary input
Number of nets with antenna violations after detailed routing .........            0
Non-filler instance count after layout ................................         1325
Total of max-cap violations ...........................................            0
Placeable Area ........................................................   0.0269 mm2
Final worst-path cycle share ..........................................        82.2%
Die Span X ............................................................       167 um
Worst EP arrival ......................................................      6520 ps
Slew headroom .........................................................        40.0%
Post-CTS setup repair buffer count ....................................            0
CP required ...........................................................      7870 ps
Post-Syn Area .........................................................  0.00822 mm2
Area share of the largest cell type after synthesis ...................        24.7%
Diodes inserted .......................................................            0
Number of cells in the yosys synthesis report .........................          910
Setup Crit Path Kind .................................................. primary input to register
Critical path fanouts, max ............................................           17
Sum of net half-perimeters after detailed placement ...................      22.2 mm
Fill cell instance count of the final layout ..........................         2670
Number of input and output port buffers inserted ......................          117
GR Overflow Total .....................................................            0
Post-Syn Instances ....................................................          910
Total die area ........................................................   0.0280 mm2
Via density ...........................................................         6.14
Setup clock skew after layout .........................................      11.2 ps
Clock sinks ...........................................................           81
Total vias in the final route .........................................         8142
Max rail drop VDD .....................................................   0.000140 V
Sequential-to-total area share from yosys stat ........................        24.7%
Biggest area cells .................................................... dfrtp_1 25%, mux4_2 15%, mux2_2 6.4%, nand2_1 5.2%, ha_1 3.2%
Worst R2R Start ....................................................... keep_insert_lock[0]
Die y size ............................................................       167 um
Result of the run .....................................................    completed
Clock Pin Slew Worst Setup and Hold Paths .............................        60 ps
Post-synthesis sequential element count ...............................           81
Biggest area consumer among synthesized cells .........................      dfrtp_1
Total global-route track usage ........................................        23.3%
Post-route cell area ..................................................  0.00993 mm2
Layout Area Growth over Synthesis .....................................        20.9%
Initial core utilization ..............................................        30.6%
Synth Area per Inst ...................................................     9.03 um2
Final Slew Violations .................................................            0
Max Buffers Root-to-Sink ..............................................            2
Hold-critical path endpoint ........................................... ready_insert
Element type at the critical path end .................................     register
Warnings from Yosys ...................................................            1
Static Leak ...........................................................      3.73 nW
Cell area power density ...............................................   317 mW/mm2
Count of flip-flops with a built-in enable after synthesis ............            0
Detailed Routing Iterations Pass 1 ....................................            5
DP Cell Count .........................................................         1309
Vias in the first global route ........................................         7845
====================================================================================
## metrics by stage
step	power [mW]	util (%)	setup slack, ps
floorplan	2.06	-	2310
finish	3.15	37.0	1350
CTS	3.14	37.0	1440
global placement	2.70	36.0	1270
global route	3.39	37.0	914
detailed placement	2.71	36.0	1130
## power by group
part           total, mW  switching (mW)  leakage (nW)  internal, mW
sequential         0.725           0.156         0.993         0.569
clock              0.412           0.193         0.128         0.219
combinational       2.01            1.03          2.61         0.981
## worst max-delay path by stage
stage	start	end	slack [ps]
4_1_cts	keep_insert[0]	data_out[20]	1440
5_1_grt	keep_insert[0]	data_out[20]	910
6_report	keep_insert[0]	data_out[20]	1350
## Yosys cell counts, types with 4 or more instances
library cell  number
nand2_1          114
dfrtp_1           81
mux4_2            56
a21oi_1           49
o21ai_0           48
mux2_2            47
nor2_1            46
clkbuf_1          41
nand3_1           35
a22oi_1           33
mux2i_1           25
buf_2             24
ha_1              21
nor3_1            20
a221oi_1          19
a31oi_1           17
buf_1             16
inv_1             16
nor2b_1           16
a221o_1           11
o221ai_1          11
o211ai_1          10
a211oi_1           9
nand3b_1           9
and3_1             8
nand4_1            8
o22ai_1            8
a2111oi_0          6
o21a_1             6
xnor2_1            6
xor2_1             6
a311oi_1           5
a32oi_1            5
and2_1             5
nor3b_1            5
nand2b_1           4
o31ai_1            4
or2_2              4
## metal layers
layer / vias up / wire [um] / GRT usage, %
met5: - / 57 / 1.57
met4: 2 / 521 / 3.39
met3: 38 / 4040 / 9.77
met2: 539 / 13200 / 31.9
met1: 3882 / 13700 / 35.5
li1: 3681 / - / -
## critical path, stage by stage
cell             delay (ps)
clkdlybuf4s50_1         480
inv_1                    50
ha_1                    440
xnor2_1                 690
inv_1                   150
ha_1                    370
nand2_1                  90
o31a_1                  180
ha_2                    600
inv_1                   320
nor2_1                  690
a221oi_1                190
a2111oi_0               460
a21oi_1                 100
o22ai_1                 170
## flip-flops by register name (all words and copies together), names as in the netlist
| name | flops |
|---|---|
| ready_in_t | 1 |
| valid_out | 1 |
| ready_in | 1 |
| ready_insert | 1 |
| keep_in_t | 4 |
| data_out | 32 |
| data_in_t | 32 |
| last_out | 1 |
| keep_out | 4 |
| keep_insert_lock | 4 |
## kinds of logic (layout without fill, tap and decap cells)
logic type	after synthesis	in the layout	synth area share [%]
AOI/OAI and AO/OA	278	278	23.7
and+or+nand+nor	285	285	16.4
adders and majority gates	22	22	3.44
xor gates and xnor gates	14	14	1.86
other	1	1	0.0456
muxes	128	128	24.8
buffers and inverters	101	175	5.03
DFF	81	81	24.7
## area by class of cell
type                            instances  area, um2  area share [%]
Multi-Input combinational cell        728       5800            58.4
Sequential cell                        81       2030            20.4
Timing Repair Buffer                  140       1340            13.5
Tap cell                              341        427            4.29
Clock buffer                           10        229            2.30
Inverter                               19       71.3           0.718
Clock inverter                          6       35.0           0.353
## cells in the final DEF (no fill, tap or decap), types with 6 or more instances in the layout
| cell type | synthesis | routed |
|---|---|---|
| a21oi_1 | 49 | 49 |
| o21a_1 | 6 | 6 |
| mux4_2 | 56 | 56 |
| o211ai_1 | 10 | 10 |
| a22oi_1 | 33 | 33 |
| a31oi_1 | 17 | 17 |
| nor2_1 | 46 | 45 |
| inv_1 | 16 | 16 |
| o22ai_1 | 8 | 8 |
| mux2_2 | 47 | 47 |
| nand2_1 | 114 | 114 |
| clkdlybuf4s50_1 | 0 | 116 |
| a221o_1 | 11 | 11 |
| mux2i_1 | 25 | 25 |
| ha_1 | 21 | 19 |
| nand3_1 | 35 | 35 |
| dfrtp_1 | 81 | 78 |
| nand3b_1 | 9 | 9 |
| a2111oi_0 | 6 | 6 |
| a221oi_1 | 19 | 19 |
| buf_4 | 1 | 24 |
| nor2b_1 | 16 | 16 |
| o221ai_1 | 11 | 11 |
| nand4_1 | 8 | 8 |
| nor3_1 | 20 | 20 |
| and3_1 | 8 | 8 |
| xor2_1 | 6 | 6 |
| o21ai_0 | 48 | 48 |
| a211oi_1 | 9 | 9 |
| clkbuf_16 | 0 | 9 |
Power figures rest on the tool's default switching activity, not on a simulated workload.
